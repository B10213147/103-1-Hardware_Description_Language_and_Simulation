`flow/run.sh`:
```
#!/bin/bash
# OpenROAD 26Q1-2900-gdf79404cd8, Yosys 0.63+post, stock flow scripts
make -C /OpenROAD-flow-scripts/flow DESIGN_CONFIG=/design/flow/config.mk WORK_HOME=/design/flow/orfs finish
```
`flow/config.mk`:
```
export PLATFORM = sky130hd
export DESIGN_NAME = BCD_to_binary
export DESIGN_NICKNAME = BCD_to_binary
export VERILOG_FILES = /design/flow/design.v
export SDC_FILE = /design/flow/constraint.sdc
export NUM_CORES = 4
export LEC_CHECK = 1
export CORE_AREA = 10 10 70 70
export DIE_AREA = 0 0 80 80
```
`flow/constraint.sdc`:
```
current_design BCD_to_binary

set clk_period 2.4
set clk_io_pct 0.2

create_clock -name clk0 -period $clk_period

set non_clock_inputs [all_inputs -no_clocks]
set_input_delay [expr $clk_period * $clk_io_pct] -clock clk0 $non_clock_inputs
set_output_delay [expr $clk_period * $clk_io_pct] -clock clk0 [all_outputs]
```
`flow/design.v`:
```
module BCD_to_binary(in,out);
input [7:0]in;
output reg[6:0]out;
reg [3:0]a,b;
always @(in) begin
	a=in[3:0];
	b=in[7:4];
	if (a>9||b>9) out = 7'bx;
	else out = 10*b + a;
	end
endmodule
```
==> GITHUB_STEP_SUMMARY <==
## PnR job results

| Metric | Value |
|---|---|
| Status | finished clean |
| ANT nets after route | 0 |
| Number of global-route vias before repair | 275 |
| DRC | 0 |
| Max incr delay on CP | 0.52 ns |
| Area Growth Syn to Fin | 158.5% |
| Unrepaired setup endpoints after global routing | yes |
| Fin Hold WS | 0.9600 ns |
| Setup_tns | 0 ns |
| Placed instance area | 445.4 um^2 |
| Adder share | 57.95% |
| Tool Warnings | 35 |
| Crit-path max FO | 2 |
| Core Footprint | 3416 um^2 |
| Drt pass-1 iters | 2 |
| Slowest-stage cell, CP | fa_1 |
| Final slew viol count | 0 |
| Area share, top type | 39.77% |
| Post-synth seq share | 0% |
| Die area | 6400 um^2 |
| # fillers | 391 |
| Syn Inst Count | 22 |
| Startpoint types | primary input |
| Setup crit end kind | output port |
| Crit path top cell by count | ha_4 |
| Fin area | 569.3 um^2 |
| I/O pins | 15 |
| Vias | 237 |
| GRT Total Usage | 2.642% |
| Cells in synth_stat.txt | 22 |
| Delay-heaviest family, CP | adder cells |
| And+or+nand+nor area frac | 7.386% |
| First-pass GRT wire length | 1407 um |
| Period minus WS final | 2.390 ns |
| RePlAce Congestion | 0.7863 |
| Routed len/inst | 8.923 um |
| 1st-iter DRT viols | 4 |
| Layout cells sized above 1 | 65.12% |
| Syn Area/Cell | 10.01 um^2 |
| Flop area | 0 um^2 |
| Worst min path class | primary input to output port |
| Post-Route Utilization | 16.67% |
| Initial Util | 6.447% |
| Top non-seq family | adder cells |
| Largest net degree at the start of global routing | 4 |
| Synth cell types | 9 |
| Chip width | 80 um |
| Die span in y | 80 um |
| Post-synth area hogs | ha_1, fa_1, xnor2_1, a21oi_2, xor2_1 |
| Measured slew at the worst slew-check pin | 0.2083 ns |
| Post-Synthesis Cell Area | 220.2 um^2 |
| Final Cycle Share | 99.57% |
| Dpl cells | 86 |
| Pre-CTS setup slack | -0.8187 ns |
| PwrDens | 260.8 nW/um^2 |
| Initial antenna violation count | 2 |
| Xor-xnor portion of the synthesized cell area | 19.89% |
| Row count | 21 |
| Post-route worst setup slack | 0.01037 ns |
| Worst path bufs/invs | 2 |
| Achievable Freq | 418.5 MHz |
| Finished Layout Cells | 91 |
| Vias/cell | 2.604 |
| CP Cell Sequence | buf_6, ha_4, ha_4, fa_1, nand2_1, a21oi_2, xnor2_1, buf_2 |
| Max Cap Viol | 0 |
| LEAKAGE | 0.2389 nW |
| Final Setup Violations | 0 |
| Maximum vdd drop | 0.06768 mV |
| Synth warn | 1 |
| Required time worst endpoint | 1.92 ns |
| Ao+oa area frac | 11.36% |
| Yosys chip area | 220.2 um^2 |
| Setup CP Type | primary input to output port |
| Post-synth top area cell | ha_1 |
| WP data arrival | 1.91 ns |
| Pwr Total | 0.1484 mW |
| Max-slew headroom | 86.02% |
| Clkbuf count | 0 |
| Port bufs | 13 |
| Flops | 0 |
| GRT overflow | 0 |
| Mux cell area share | 0% |
| Routed Wire Length | 812 um |
| Final hold vios | 0 |
## cell families (layout without fill, tap and decap cells)
logic type,count (synthesis),after routing
fa+ha+maj,9,9
xor+xnor,5,5
simple gates,4,4
compound gates,3,3
buf+inv,1,22
other cells,0,2
## cell usage after synthesis, drive strengths merged
cell / count
buf: 1
a21oi: 2
a21o: 1
fa: 2
nand3: 1
xnor2: 3
xor2: 2
nand2: 3
ha: 7
## path summary, 6_finish.rpt
| kind | start | end | slack, ns | cells after the start |
|---|---|---|---|---|
| setup / recovery | in[7] | out[6] | 0.01 | 8 |
| hold / removal | in[0] | out[0] | 0.96 | 0 |
## layer usage
| metal | wire [um] | track usage [%] | part of all wire (%) |
|---|---|---|---|
| met5 | 0 | 0 | 0 |
| met4 | 0 | 0.1761 | 0 |
| met3 | 193 | 2.159 | 24 |
| met2 | 220 | 3.050 | 27 |
| met1 | 398 | 3.731 | 49 |
## area by class of cell
cell class | instances | area (um^2) | share of cell area (%)
Timing Repair Buffer | 22 | 183.9 | 32.31
Antenna cell | 2 | 5.005 | 0.8791
Multi-Input combinational cell | 21 | 322.8 | 56.70
Tap cell | 46 | 57.56 | 10.11
## power by group
group	total (mW)	internal (mW)	switching [mW]
Combinational	0.148	0.0931	0.0554
Sequential	0	0	0
Clock	0.000000111	0.000000111	0
## cell usage in the layout (no fill, tap or decap), drive strengths merged
master	instances
buf	15
ha	7
dlygate4sd2	4
nand2	3
xnor2	3
diode	2
xor2	2
dlymetal6s2s	2
a21oi	2
fa	2
nand3	1
a21o	1
clkdlybuf4s50	1
## repair_timing
| action | in CTS | in global routing |
|---|---|---|
| endpoints found under the setup margin | 5 | 3 |
| pin swaps | 14 | 3 |
| gates resized | 46 | 2 |
| hold buffers | 0 | 0 |
| setup buffers | 3 | 0 |
Power figures rest on the tool's default switching activity, not on a simulated workload.
